## /design/flow/design.v

```verilog
`timescale 1ns / 1ps
module regfile(
               input wire         clk,                    
               input wire         rst,                    
               input wire [4:0]   raddr1, raddr2, waddr,  
               input wire [31:0]  wdata,                  
               input wire         w_en,                   
               output wire [31:0] rdata1, rdata2          
               );
   reg [31:0]                        rf [31:0];           
   assign rdata1 = rf [raddr1];
   assign rdata2 = rf [raddr2];
   integer ii;
   initial
     begin
       for ( ii = 0; ii < 32; ii= ii + 1 )
          rf[ii] = 0;
     end
   always @(posedge clk)
     begin
        if (rst)
          rf[0] <= 0;
        else
          if(w_en)
            rf [waddr] <= wdata;
     end
endmodule
```

## /design/flow/run.sh

```bash
#!/bin/bash
# OpenROAD 26Q1-2900-gdf79404cd8, Yosys 0.63+post, stock flow scripts
make -C /OpenROAD-flow-scripts/flow DESIGN_CONFIG=/design/flow/config.mk WORK_HOME=/design/flow/orfs finish
```

## /design/flow/config.mk

```make
export PLATFORM = sky130hd
export DESIGN_NAME = regfile
export DESIGN_NICKNAME = regfile
export VERILOG_FILES = /design/flow/design.v
export SDC_FILE = /design/flow/constraint.sdc
export NUM_CORES = 4
export LEC_CHECK = 1
export CORE_UTILIZATION = 30
```

## /design/flow/constraint.sdc

```tcl
current_design regfile

set clk_period 5.4
set clk_io_pct 0.2

create_clock -name clk0 -period $clk_period [get_ports {clk}]

set non_clock_inputs [all_inputs -no_clocks]
set_input_delay [expr $clk_period * $clk_io_pct] -clock clk0 $non_clock_inputs
set_output_delay [expr $clk_period * $clk_io_pct] -clock clk0 [all_outputs]
```

==> results.py <==
# Generated from Yosys and OpenROAD reports
metrics = {
    "status": {
        "status": "finished, final reports clean",
    },
    "drt": {
        "highest_layer": "met5",
        "route.met2.wl_mm": 71.4,
        "wl_per_cell_um": 26.9,
        "routed_wl_mm": 157,
        "first_pass_iters": 5,
        "avgViaCountPerCell": 5.36,
        "wl_met1_mm": 57.7,
        "post-route-drc-count": 0,
        "drt-initial-drc-count": 2026,
        "vias": 31338,
        "dr_wl_met3_mm": 23.5,
        "postRouteAntennaNets": 0,
    },
    "setup_path": {
        "worstPathMaxFanout": 26,
        "path_cells": "clkdlybuf4s50_1 -> nor2_4 -> buf_12 -> a22o_1 -> nor3_1 -> a31oi_1 -> nand3_1 -> clkdlybuf4s50_1",
        "critical_path_class": "input pin to output pin",
        "crit_required_ns": 4.32,
        "setup.worst_path.end_class": "output pin",
        "cp.arrival_ns": 3.97,
        "startpoint_type": "input pin",
        "worst_path_max_delay_cell": "clkdlybuf4s50_1",
        "worstSetupStartpoint": "raddr1[2]",
        "setup.worst_path.end": "rdata1[29]",
        "cp_common_cell": "clkdlybuf4s50_1",
        "cp_slowest_stage_delay_ns": 0.66,
    },
    "timing": {
        "hold_slack_ns": 1.32,
        "rsz0062_at_grt": "false",
        "fin_crit_sh_pct": 93.6,
        "min_period_ns": 5.05,
        "tns_ns": 0,
        "max_freq_ghz": 0.198,
        "worst_pin_slew_ns": 0.890,
        "setup-violations-final": 0,
        "relSlewSlack_pct": 40.7,
        "finalHoldViolCount": 0,
        "finalMaxSlewViolations": 0,
    },
    "yosys": {
        "edf_count": 1024,
        "flop_cell": "edfxtp_1",
        "yosysTopAreaCell": "edfxtp_1",
        "syn_inst": 3426,
        "synth.top_cells.by_area": "edfxtp_1 (63%), mux2i_1 (21%), a22oi_1 (2.9%)",
        "ys.flops": 1024,
        "yosys-stat-area_um2": 49000,
        "top_area_share_pct": 62.8,
        "synthArstFlopShare_pct": 0,
        "synth_area_um2": 49000,
        "yosys_cells": 3426,
        "avgSynthCellArea_um2": 14.3,
        "ys_top_cells_by_count": "edfxtp_1 (1024), mux2i_1 (1024), nand3_1 (197)",
        "yosysWarnings": 1,
        "synth_cell_types": 24,
        "ys_seq_share_pct": 62.8,
    },
    "floorplan": {
        "dieArea_um2": 165000,
        "fp.coreArea_um2": 161000,
        "rows": 147,
        "fp.dieH_um": 406,
        "ios": 114,
        "die_w_um": 406,
        "fp_util_pct": 30.4,
    },
    "layout": {
        "largest_reg_flops": 1024,
        "post-route-util_pct": 35.6,
        "fin_area_um2": 57400,
        "largestRegisters": "rf x1024",
        "drive_gt1_share_pct": 10.8,
        "syn2layout_area_growth_pct": 17.2,
        "largest-register": "rf",
    },
    "global_route": {
        "grt.total_usage_pct": 20.0,
        "grt_pass1_vias": 32763,
        "grt_antenna_before_repair": 12,
        "grt_max_degree": 62,
        "grt.overflow.total": 0,
        "grt_pass1_wl_mm": 226,
    },
    "cts": {
        "cts_setup_buffers": 0,
        "clockBufferDepth": 3,
        "cts_hold_buffers": 0,
        "cts.sinks": 1024,
        "clk_pin_slew_ns": 0.06,
        "cts_max_level": 3,
        "cts_resized": 0,
        "numCtsBuffers": 104,
        "clockRootBuffer": "clkbuf_16",
        "tritoncts": "yes",
    },
    "power_and_ir_drop": {
        "p_switching_mw": 4.00,
        "combPwrFrac_pct": 8.6,
        "vdd_drop_max_uv": 240,
        "seq_power_share_pct": 50.6,
        "switching_share_pct": 22.9,
        "pwr-share-clk_pct": 40.8,
        "p_int_mw": 13.5,
        "power.leakage_nw": 19.2,
        "power_density_nw_per_um2": 304,
    },
    "placement": {
        "io_buffers": 113,
        "gp_congestion": 0.869,
        "place_area_um2": 54100,
        "hpwl_mm": 86.8,
    },
    "flow_run": {
        "cap_violations": 0,
        "tool_warnings": 26,
    },
    "hold_path": {
        "hold_path.class": "input pin to flip-flop",
    },
}
power by group through the flow:
stage / Sequential [mW] / Clock (mW) / Combinational [mW]
after CTS: 8.83 / 7.23 / 1.50
after global routing: 8.84 / 7.52 / 1.58
final: 8.83 / 7.12 / 1.50
through the flow:
stage / worst slack (ns) / total power, mW / std cells
after floorplan: 0.898 / 9.82 / 3426
after global placement: 0.397 / 10.5 / 5647
after detailed placement: 0.338 / 10.5 / 5647
after CTS: 0.331 / 17.6 / 5840
after global routing: 0.199 / 17.9 / 5841
final: 0.347 / 17.5 / 5849
layout make-up:
cell class	instances	area, um^2
Clock inverter	59	603
Tap cell	2160	2700
Antenna cell	9	22.5
Clock buffer	134	2720
Timing Repair Buffer	317	3640
Multi-Input combinational cell	2146	17000
Sequential cell	1024	30700
Fill cell	15223	104000
critical path: cells and delay by family:
kind | cells | cell delay [ns]
simple gates | 3 | 1.01
compound gates | 2 | 0.37
buf+inv | 3 | 1.48
per-layer routing:
metal	track usage (%)	up-vias
li1	-	13861
met2	29.7	1729
met1	24.8	15448
met4	4.40	22
met3	13.1	278
met5	0.624	-
cells by family (layout without fill, tap and decap cells):
family	count (synthesis)	in the layout	share of synthesized area (%)
buf+inv	256	510	3.16
mux	1024	1024	20.9
simple gates	544	544	5.11
other cells	0	9	0
flops	1024	1024	62.8
compound gates	578	578	8.04
layout by cell type, fill, tap and decap left out, types with 2 or more instances in the layout:
master and instances:
mux2i_1 1024, edfxtp_1 1024, nand3_1 197, nand2_1 194, a22oi_1 192, a21oi_1 192, a22o_1 128, buf_4 127
clkdlybuf4s50_1 111, clkbuf_16 104, buf_12 77, nor3_1 64, a31oi_1 64, nor2_4 33, and2_1 32, clkbuf_1 30
clkinv_1 23, clkinv_2 18, bufinv_16 11, diode_2 9, nor2b_4 5, nand2b_2 4, nor2b_1 3, inv_6 3
and2_4 2, or2_2 2, nand2_2 2, nor2_1 2, nand3b_1 2, clkinv_8 2, buf_8 2
how the worst min path moves through the flow:
stage | startpoint | endpoint | slack, ns | cells after the start
6_report | wdata[15] | rf[12][15] | 1.32 | 3
5_1_grt | wdata[13] | rf[30][13] | 1.32 | 3
4_1_cts | wdata[13] | rf[14][13] | 1.27 | 3
Power is estimated from default activity; no workload was simulated.

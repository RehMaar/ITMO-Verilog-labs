**flow/config.mk**
```make
export PLATFORM = sky130hd
export DESIGN_NAME = if_stage
export DESIGN_NICKNAME = if_stage
export VERILOG_FILES = /design/flow/design.v
export SDC_FILE = /design/flow/constraint.sdc
export NUM_CORES = 4
export LEC_CHECK = 1
export CORE_UTILIZATION = 50
```
**flow/constraint.sdc**
```tcl
current_design if_stage

set clk_period 5.6
set clk_io_pct 0.2

create_clock -name clk0 -period $clk_period [get_ports {clk}]

set non_clock_inputs [all_inputs -no_clocks]
set_input_delay [expr $clk_period * $clk_io_pct] -clock clk0 $non_clock_inputs
set_output_delay [expr $clk_period * $clk_io_pct] -clock clk0 [all_outputs]
```
**flow/design.v**
```verilog
`timescale 1ns / 1ps
module if_stage( input             clk, rst,
                 input             if_id_write_en,
                 input             pc_write,
                 input      [1:0]  pc_source,
                 input pstop_i,
                 output            i_read_en,
                 output     [31:0] i_addr,
                 input      [31:0] i_instr_in,
                 input      [31:0] jump_addr, branch_addr,
                 output reg [31:0] IF_ID_next_i_addr,
                 output reg [31:0] IF_ID_instruction );
     reg  [31:0] pc_reg, pc_next;  
     wire [31:0] next_i_addr;
     localparam     LW  = 6'b100011,
                    SW  = 6'b101011;
     wire mem_op = (IF_ID_instruction[31:26] == LW) || (IF_ID_instruction[31:26] == SW);
     assign next_i_addr = pc_reg + 4;
     assign i_read_en   = 1;
     assign i_addr      = pc_reg >> 2;
     always @* begin
          pc_next = pc_reg;
          case (pc_source)
               2'b00: pc_next = next_i_addr;
               2'b01: pc_next = branch_addr;
               2'b10: pc_next = jump_addr;
          endcase
     end
     always @(posedge clk) begin
          if (rst)
               pc_reg <= 0;
          else begin
               if (pc_write && !(pstop_i || mem_op))
                    pc_reg <= pc_next;
          end
     end
     always @(posedge clk) begin
          if (rst) begin
               IF_ID_next_i_addr <= 0;
               IF_ID_instruction <= 0;
          end
          else begin
               if ( if_id_write_en) begin
                    IF_ID_next_i_addr <= next_i_addr;
                    IF_ID_instruction <= !(pstop_i || mem_op)? i_instr_in: 0;
               end
          end
     end
endmodule
```
**flow/run.sh**
```bash
#!/bin/bash
# OpenROAD 26Q1-2900-gdf79404cd8, Yosys 0.63+post, stock flow scripts
make -C /OpenROAD-flow-scripts/flow DESIGN_CONFIG=/design/flow/config.mk WORK_HOME=/design/flow/orfs finish
```
==> flow_metrics.env <==
# source this file to load flow results
export IMPL_cts_root_buffer="clkbuf_8"
export IMPL_p_sw_uw=405
export IMPL_power_share_clock_pct=33.5
export IMPL_min_path_type="flop to flop"
export IMPL_num_rows=35
export IMPL_syn_area_mm2=0.00496
export IMPL_yosysTopAreaCell="dfxtp_1"
export IMPL_yosys_cells=611
export IMPL_core_mm2=0.00942
export IMPL_crit_path_max_fanout=28
export IMPL_drv_slew=0
export IMPL_crit_start="pc_source[0]"
export IMPL_internal_power_mw=1.13
export IMPL_cts_buffers_inserted=9
export IMPL_avgSynthCellArea_um2=8.12
export IMPL_ys_warn_count=1
export IMPL_clock_sinks=96
export IMPL_firstDrtPassIters=5
export IMPL_grt_total_usage_pct=29.5
export IMPL_synth_seq_share_pct=38.7
export IMPL_die_area_mm2=0.0103
export IMPL_reg2reg_from="pc_reg[2]$_SDFFE_PP0P_"
export IMPL_fill_cells=693
export IMPL_critPathLaunchType="input port"
export IMPL_ctsHoldBuffers=0
export IMPL_worstSetupPathType="input port to flop"
export IMPL_drt_iter0_markers=328
export IMPL_grt_overflow=0
export IMPL_reg2regPathDepth=6
export IMPL_die_w_um=102
export IMPL_numSynthFlops=96
export IMPL_r2r_setup_slack_ns=2.92
export IMPL_dp_hpwl_mm=10.3
export IMPL_synthTopCellsByArea="dfxtp_1, a21oi_1, a211oi_1"
export IMPL_cts_resized=0
export IMPL_layout_min_cycle_time_ns=3.33
export IMPL_antenna_found_initial=0
export IMPL_whs_ns=0.475
export IMPL_area_delta_synth_final_pct=43.7
export IMPL_p_leak_nw=2.43
export IMPL_max_slew_margin_pct=37.1
export IMPL_ff_type="dfxtp_1"
export IMPL_skew_ns=0.0150
export IMPL_die_h_um=102
export IMPL_status="completed"
export IMPL_layout_drive_gt1_share_pct=5.17
export IMPL_powerDensity_mw_per_mm2=216
export IMPL_avgRoutedWirePerCell_um=16.6
export IMPL_port_buffers=196
export IMPL_worst_slew_pin_slew_ns=0.941
export IMPL_cts_setup_buffers=0
export IMPL_edf_count=0
export IMPL_netlist_instances=611
export IMPL_seqPwrFrac_pct=48.3
export IMPL_htree_num_levels=3
export IMPL_worstPathArrival_ns=3.62
export IMPL_io_pin_count=200
export IMPL_clkLatencyLatePin_ns=0.37
export IMPL_synthArstFlopShare_pct=0
export IMPL_period_used_pct=59.5
export IMPL_r2r_end="IF_ID_next_i_addr[22]$_SDFFE_PP0P_"
export IMPL_gp_congestion=0.880
export IMPL_yosys_area_mm2=0.00496
export IMPL_ir_worst_vdd_uv=178
export IMPL_cp_required_ns=5.89
export IMPL_dpl_cell_area_mm2=0.00691
export IMPL_grt_max_degree=81
export IMPL_rsz0062_at_grt="false"
export IMPL_p_sw_share_pct=26.3
export IMPL_cts_clk_slew_worst_paths_ns=0.10
export IMPL_max_freq_ghz=0.300
export IMPL_antenna_cells=0
export IMPL_setup_viol=0
export IMPL_viasPerCell=5.79
export IMPL_final_common_cell="clkdlybuf4s50_1"
export IMPL_drv_cap=0
export IMPL_lay_top_cells="clkdlybuf4s50_1, dfxtp_1, nor2_1, a21oi_1, nand3_1"
export IMPL_finalPower_mw=1.54
export IMPL_cp_end_kind="flop"
export IMPL_initCoreUtil_pct=52.7
export IMPL_tool_warnings=29
export IMPL_comb_power_share_pct=18.2
export IMPL_synth_top_area_share_pct=38.7
export IMPL_wirelength_mm=15.0
export IMPL_finish_utilization_pct=75.8
export IMPL_fin_area_mm2=0.00713
export IMPL_clock_path_buffers=2
export IMPL_drc=0
export IMPL_crit_end="pc_reg[22]$_SDFFE_PP0P_"
export IMPL_grt_pass1_vias=4674
export IMPL_cts_tree="built"
export IMPL_synth_distinct_cells=56
export IMPL_postRouteAntennaNets=0
export IMPL_grt_pass1_wl_mm=23.5
export IMPL_tns_ns=0
export IMPL_hold_viol=0
export IMPL_vias=5224
-- worst max-delay path, stage by stage --
cell,delay [ns]
clkdlybuf4s50_1,0.51
inv_1,0.06
ha_1,0.80
buf_4,0.42
nand3_1,0.15
nor3_1,0.15
and3_2,0.19
o22ai_1,0.07
o22ai_1,0.15
-- per-layer routing --
metal / up-vias / part of all wire, % / global-route usage [%]
met5: - / 0 / 0
met4: 0 / 1.5 / 4.24
met3: 18 / 9.4 / 5.88
met2: 254 / 46 / 44.8
met1: 2420 / 43 / 45.7
li1: 2532 / - / -
-- Yosys cell counts, types with 4 or more instances --
cell type / n
mux2i_1: 5
buf_2: 4
and2_1: 4
nor3_1: 10
inv_1: 11
nand4_1: 8
o22ai_1: 7
a221oi_1: 4
ha_1: 4
a21oi_1: 52
a211oi_1: 33
and3_1: 8
a22o_1: 5
nand2b_1: 33
nand2_1: 27
dfxtp_1: 96
o21a_1: 4
a22oi_1: 25
nand3_1: 46
nor4_1: 8
clkbuf_1: 48
o21ai_0: 17
o31a_1: 5
a31oi_1: 7
o31ai_1: 7
xor2_1: 16
nor2_1: 59
xnor2_1: 12
o32ai_1: 4
-- through the flow --
stage	setup slack, ns	std cells
floorplan	2.95	612
global placement	2.04	886
detailed placement	1.96	886
CTS	2.32	902
global route	2.08	902
finish	2.27	902
-- worst min-delay path by stage --
stage	depth (start not counted)	start	to	slack, ns
final	2	IF_ID_instruction[15]$_SDFFE_PP0P_	IF_ID_instruction[15]$_SDFFE_PP0P_	0.48
after CTS	2	IF_ID_instruction[13]$_SDFFE_PP0P_	IF_ID_instruction[13]$_SDFFE_PP0P_	0.48
after global routing	2	IF_ID_instruction[11]$_SDFFE_PP0P_	IF_ID_instruction[11]$_SDFFE_PP0P_	0.49
-- logic make-up (layout without fill, tap and decap cells) --
group                    Yosys count  after routing  synth area share [%]
adder cells (fa/ha/maj)            4              4                  1.01
XOR/XNOR                          28             28                  4.94
AND/OR/NAND/NOR                  221            221                  23.6
AND-OR/OR-AND                    184            184                  24.8
other                              2              3                 0.151
multiplexers                       5              5                  1.01
flip-flops                        96             96                  38.7
buffers and inverters             71            232                  5.72
-- power groups by stage --
stage / registers [mW] / clock network (mW) / logic, mW
CTS: 0.743 / 0.514 / 0.280
finish: 0.744 / 0.515 / 0.280
global route: 0.749 / 0.545 / 0.307
-- layout make-up --
| cell class | instances | area (um2) | area share [%] |
|---|---|---|---|
| well taps | 129 | 161 | 2.26 |
| flip-flops and latches | 96 | 1920 | 26.9 |
| inverters | 12 | 45.0 | 0.631 |
| repair buffers | 204 | 2010 | 28.2 |
| clock buffers | 10 | 128 | 1.79 |
| clock inverters | 6 | 92.6 | 1.30 |
| multi-input cells | 445 | 2770 | 38.8 |
Power is estimated from default activity; no workload was simulated.

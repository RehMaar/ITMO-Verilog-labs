### /design/flow/design.v
module baud_gen #(
    parameter BAUDRATE = 9600
)
(
    input           clk,
    input           rst,
    output   reg     bclk
);
    reg [16:0] ctr  = BAUDRATE;
    always @( posedge clk ) begin
		  if( rst )
				ctr <= BAUDRATE;
        if( ctr == BAUDRATE )
            bclk <= 1;
        else if( ctr == BAUDRATE/2 )
            bclk <= 0;
        if( ctr == 0 )
            ctr <= BAUDRATE;
        else
            ctr <= ctr - 16'd1;
    end
endmodule
module ctl(
    input           clk,
    input           rst,
    input           rx,
    output          tx,
    input              sw,
    output  reg[7:0]   led
);
    wire [7:0] dout_uart;
    wire [7:0] dout_io;
    wire dout_io_rdy;
    wire dour_uart_rdy;
    io_ctl #( 100000000 )io_ctl(
        .clk(clk),
        .rst(rst),
        .sw(sw),
        .din    (dout_uart),  
        .din_rdy(dout_uart_rdy),
        .dout    (dout_io),
        .dout_rdy(dout_io_rdy)  
    );
    uart_ctl uart_ctl(
        .clk(clk),
        .rst(rst),
        .rx     (rx),
        .din    (dout_io),
        .din_rdy(dout_io_rdy),
        .tx      (tx),
        .dout    (dout_uart),
        .dout_rdy(dout_uart_rdy)
    );
     always @(negedge clk)
          if (rst)
            led <= 0;
          else if ( !sw && dout_uart_rdy)
            led <= dout_uart;
endmodule
module fifo #( 
    parameter DEPTH = 16,
    parameter CAPACITY = 8
) (
    input                          clk,
    input                          rst,
    input                          rd,
    input                          wr,
    input        [CAPACITY-1:0]    din,
    output                         full,
    output                         empty,
    output   reg [CAPACITY-1:0]    dout
);
    integer i;
    localparam WRITE = 0;
    localparam READ  = 1;
    reg [CAPACITY-1:0]      mem [DEPTH-1:0];
    reg [$clog2(DEPTH)-1:0] raddr    = 0;
    reg [$clog2(DEPTH)-1:0] waddr    = 0;
    reg state;
    reg fifo_full;
    reg fifo_empty;
    assign empty = fifo_empty;
    assign full  = fifo_full;
    always @( posedge clk or posedge rst ) begin
        if( rst ) begin
            for( i = 0; i <= DEPTH-1; i = i + 1 ) 
                mem[i] <= 0;
            waddr     <= 0;
            raddr     <= 0;
            dout      <= 0;
        end
        else begin
            if( wr & !fifo_full ) begin
                mem[waddr] <= din;
                waddr      <= waddr+1'b1;
                state      <= WRITE;
            end
            else if( rd & !empty ) begin
                dout  <= mem[raddr];
                raddr <= raddr + 1'b1;
                state <= READ;
            end
        end
    end
    always @( negedge clk or posedge rst )
        if( rst ) begin
            fifo_full  <= 0;
            fifo_empty <= 1;
        end
        else
            case( state )
                READ:
                begin
                    fifo_full <= 0;
                    if( waddr == raddr )
                        fifo_empty <= 1;
                    else
                        fifo_empty <= 0;
                end
                WRITE:
                begin
                    fifo_empty <= 0;
                    if( waddr == raddr )
                        fifo_full <= 1;
                    else
                        fifo_full <= 0;
                end
            endcase
endmodule
module io_ctl #( 
    parameter TIME = 100000000
) (
    input               clk,
    input               rst,
    input               sw,
    input   [7:0]       din,
    input               din_rdy,
    output  reg[7:0]    dout,
    output  reg         dout_rdy
);
    localparam ECHO_MODE = 0;
    localparam SEND_MODE = 1;
    reg [7:0]  data [14:0];
    reg [26:0] tm_ctr = 0;
    reg [3:0]  d_ctr  = 0;
    reg was_din_rdy     = 0;
    wire tx_flag;
    assign tx_flag = (tm_ctr == TIME)                    ? 1 :
                     (( d_ctr == 15 ) || ( d_ctr == 0 )) ? 0 : 1;
    always @( posedge rst ) begin
            data[0]  = "H"; data[1]  = "e";   data[2]  = "l";
            data[3]  = "l"; data[4]  = "o";   data[5]  = ",";
            data[6]  = " "; data[7]  = "w";   data[8]  = "o";
            data[9]  = "r"; data[10] = "l";   data[11] = "d";
            data[12] = "!"; 
            data[13] = 8'h0D;  
            data[14] = 8'h0A;  
    end
    always @( negedge clk or posedge rst ) begin
        if( rst )
            tm_ctr <= 0;
        else if( sw == SEND_MODE ) begin
            if( tm_ctr == TIME )
                tm_ctr  <= 0;
            else
                tm_ctr  <= tm_ctr + 1;
        end
    end
    always @( posedge clk or posedge rst ) begin
        if( rst ) begin
            was_din_rdy <= 0;
            dout_rdy    <= 0;
            dout        <= 0;
            d_ctr       <= 0;
        end
        else
            case( sw )
                ECHO_MODE:
                begin
                    if( din_rdy && !was_din_rdy ) begin
                        was_din_rdy <= din_rdy;
                        dout        <= din;
                        dout_rdy    <= 1;
                    end
                    else begin
                        was_din_rdy <= din_rdy;
                        dout_rdy    <= 0;
                    end
                end
                SEND_MODE:
                begin
                    if( tx_flag ) begin
                        dout_rdy <= 1;
                        dout     <= data[d_ctr];
                        d_ctr    <= d_ctr + 1;
                    end
                    else if( d_ctr == 15 ) begin
                        dout_rdy <= 0;
                        d_ctr    <= 0;
                    end
                end
            endcase
    end
endmodule
module rx(
    input            clk,
    input            rst,
    input            bclk,
    input            rx,
    output  reg[7:0] dout,
    output  reg      dout_rdy,
    output  reg      rx_rdy
);
    localparam START_BIT = 0;
    localparam STOP_BIT  = 1;
    localparam IDLE     = 2'd0;
    localparam START    = 2'd1;
    localparam STOP     = 2'd2;
    reg [7:0] rsr   = 0;
    reg [2:0] d_ctr      = 0;
    reg [1:0] next_state = 0;
    reg [1:0] state      = 0;
    reg was_bclk  = 0;
    always @(negedge clk or posedge rst) begin
        if (rst)
            state <= IDLE;
        else
            if (!bclk && was_bclk)
                state <= next_state;
    end
    always @(posedge clk or posedge rst) begin
        if (rst) begin
            next_state <= 0;
            was_bclk   <= 0;
            dout_rdy   <= 0;
            rx_rdy     <= 1;
            d_ctr      <= 0;
            rsr        <= 0;
            dout       <= 0;
        end
        else begin
            if (bclk && !was_bclk) begin
                was_bclk <= bclk;
                case (state)
                    IDLE:
                    begin
                        dout_rdy <= 0;
                        if (START_BIT == rx) begin
                            next_state <= START;
                            rx_rdy     <= 0;
                        end
                    end
                    START:
                    begin
                        d_ctr  <= d_ctr + 1'b1;
                        rsr    <= rsr << 1;
                        rsr[0] <= rx;
                        if (3'd7 == d_ctr) begin
                            next_state <= STOP;
                            d_ctr      <= 0;
                        end
                    end
                    STOP:
                    begin
                        if (STOP_BIT == rx) begin
                            dout_rdy <= 1;
                            dout     <= rsr;
                        end
                        next_state <= IDLE;
                        rx_rdy     <= 0;
                    end
                endcase
            end
            else
                was_bclk <= bclk;
        end
    end
endmodule
module rx_ctl(
    input               clk,
    input               rst,
    input               bclk,
    input               rx,
    output  [7:0]   dout,
    output          dout_rdy,
    output          rx_rdy
);
    rx rx_uut( 
        .clk (clk),
        .rst (rst),
        .bclk(bclk),
        .rx(rx),
        .dout    (dout),
        .dout_rdy(dout_rdy),
        .rx_rdy  (rx_rdy)
    );
endmodule
module tx(
    input         clk,
    input         rst,
    input         bclk,
    input   [7:0] din,
    input         din_rdy,
    output  reg   tx,
    output  reg   tx_rdy
);
    localparam IDLE     = 3'd0;
    localparam START    = 3'd1;
    localparam TRANSMIT = 3'd2;
    localparam STOP     = 3'd4;
    localparam WAIT     = 3'd5;
    localparam START_BIT = 1'b0;
    localparam STOP_BIT  = 1'b1;
    localparam WAIT_TIME_IN_BAUDS = 30;
    reg [7:0] thr        = 0;
    reg [7:0] tsr        = 0;
    reg [4:0] wait_time  = 0;
    reg [3:0] dctr       = 0;
    reg [2:0] next_state = 0;
    reg [2:0] was_state  = 0;
    reg [2:0] state      = 0;
    reg       was_bclk   = 0;
    reg       tx_en      = 0;
    reg       rdy        = 0;
    always @(negedge clk or posedge rst)
        if (rst)
            state = IDLE;
        else
            if (!bclk && was_bclk)
                state = next_state;
   always @(negedge clk or posedge rst)
       if (rst) begin
            tx_en = 0;
            thr   = 0;
       end
       else begin
           if (din_rdy & !rdy) begin
                tx_rdy = 0;
                thr    = din;
                tx_en  = 1;
                rdy    = 1;
           end
           else
               if (was_state == IDLE && state == START) begin
                    tx_en = 0;
               end
               if (was_state == WAIT && state == IDLE) begin
                    tx_rdy = 1;
                    rdy    = 0;
               end
       end
    always @(posedge clk or posedge rst)
        if (rst) begin
            next_state <= IDLE;
            wait_time  <= 0;
            was_bclk   <= 0;
            dctr       <= 0;
            thr        <= 0;
            tx_rdy     <= 1;
            tx        <= 1;
        end
        else begin
            was_state <= state;
            if (bclk & !was_bclk) begin
                was_bclk  <= bclk;
                case( state )
                    IDLE:
                        if (tx_en) begin
                            next_state <= START;
                            tsr        <= thr;
                        end
                    START:
                    begin
                        next_state <= TRANSMIT;
                        tx        <= START_BIT;
                    end
                    TRANSMIT:
                    begin
                        tx  <= tsr[0];
                        tsr  <= tsr >> 1;
                        dctr <= dctr + 1'b1;
                        if ( 8 == dctr) begin
                            next_state <= STOP;
                            dctr       <= 0;
                        end
                    end
                    STOP:
                    begin
                        next_state <= WAIT;
                        tx        <= STOP_BIT;
                    end
                    WAIT:
                    begin
                        wait_time <= wait_time + 1'b1;
                        if (wait_time == WAIT_TIME_IN_BAUDS) begin
                            next_state <= IDLE;
                            wait_time  <= 0;
                        end
                    end
                endcase
            end
            else
                was_bclk <= bclk;
        end
endmodule
module tx_ctl(
    input           clk,
    input           rst,
    input           bclk,
    input   [7:0]   din,
    input           din_rdy,
    output          tx,
    output          tx_rdy
);
    reg wr = 0;
    reg rd = 0;
    reg en = 0;
    wire [7:0] fifo_dout;
    fifo tx_fifo(
        .clk(clk),
        .rst(rst),
        .rd (rd),
        .wr (wr),
        .din(din),
        .full (fifo_full),
        .empty(fifo_empty),
        .dout (fifo_dout)
    );
    tx tx_mod(
        .clk(clk),
        .rst(rst),
        .bclk(bclk),
        .din(fifo_dout),
        .din_rdy(en),
        .tx(tx),
        .tx_rdy(tx_rdy)
    );
    always @( posedge clk )
        if( rst ) begin
            rd <= 0;
        end
        else if( rd ) begin
            rd <= 0;
        end
        else if( !fifo_empty && tx_rdy && !wr ) begin
            rd <= 1;
        end
        else
            rd <= 0;
    always @( negedge clk )
        if( rst ) begin
            wr <= 0;
            en <= 0;
        end
        else begin
            if( din_rdy && !fifo_full && !rd )
                wr <= 1;
            else
                wr <= 0;
            if( rd )
                en <= 1;
            else
                en <= 0;
        end
endmodule
module uart_ctl(
    input           clk,
    input           rst,
    input           rx,
    input    [7:0]  din,
    input           din_rdy,
    output          tx,
    output   [7:0]  dout,
    output          dout_rdy
);
    wire    bclk;
    baud_gen baud_gen(
        .clk(clk),
        .rst(rst),
        .bclk(bclk)
    );
    rx_ctl rx_ctl(
        .clk (clk),
        .rst (rst),
        .bclk(bclk),
        .rx  (rx),
        .dout    (dout),
        .dout_rdy(dout_rdy),
        .rx_rdy  (rx_rdy)
    );
    tx_ctl tx_ctl(
        .clk (clk),
        .rst (rst),
        .bclk(bclk),
        .din    (din),
        .din_rdy(din_rdy),
        .tx    (tx),
        .tx_rdy(tx_rdy)
    );
endmodule
### /design/flow/run.sh
#!/bin/bash
# OpenROAD 26Q1-2900-gdf79404cd8, Yosys 0.63+post, stock flow scripts
make -C /OpenROAD-flow-scripts/flow DESIGN_CONFIG=/design/flow/config.mk WORK_HOME=/design/flow/orfs finish
### /design/flow/config.mk
export PLATFORM = sky130hd
export DESIGN_NAME = ctl
export DESIGN_NICKNAME = ctl
export VERILOG_FILES = /design/flow/design.v
export SDC_FILE = /design/flow/constraint.sdc
export NUM_CORES = 4
export LEC_CHECK = 1
export CORE_UTILIZATION = 30
### /design/flow/constraint.sdc
current_design ctl

set clk_period 6.9
set clk_io_pct 0.2

create_clock -name clk0 -period $clk_period [get_ports {clk}]
create_clock -name clk1 -period $clk_period [get_ports {rst}]

set non_clock_inputs [all_inputs -no_clocks]
set_input_delay [expr $clk_period * $clk_io_pct] -clock clk0 $non_clock_inputs
set_output_delay [expr $clk_period * $clk_io_pct] -clock clk0 [all_outputs]
==> flow_summary.toml <==
# synthesis and place-and-route metrics
[clock_network]
cts.clk_slew.worst_paths_ps = 40
post-cts-setup-buffers = 0
postCtsResizedCells = 0
clkSinkCount = 119
holdBufCountCts = 0
cts_tree = "built"

[placed_design]
place_area_um2 = 5917
port_buffers = 11
gp_congestion = 0.8630
hpwl_um = 6981
dp_cells = 772

[global_routing]
antenna_found_initial = 0
grt-ovfl-total = 0
track_usage_pct = 13.61
grt_pass1_vias = 5214
grt_start_max_net_pins = 17
grt_pass1_wl_um = 21200

[pwr]
power_density_nw_per_um2 = 395.8
power_leakage_nw = 3.558
peakVddDrop_v = 0.0001890

[worst_setup_path]
worstPathRequired_ps = 3680
crit_type = "input port to register"
critPathCapture = "io_ctl.tm_ctr[19]"
endpoint_kind = "register"
reg2reg_to = "uart_ctl.tx_ctl.tx_mod.next_state[0]"
start_kind = "input port"
path_max_fanout = 9
timing.rr.start = "uart_ctl.tx_ctl.tx_mod.state[2]"
ff2ff_setup_slack_ps = 1600
startpoint = "sw"
ff2ff_path_depth = 4
critPathArrivalTime_ps = 3090

[timing]
fin_tns_setup_ps = 0
hold_viol_final = 36
max-slew-margin-rel_pct = 40.87
rsz0062_at_grt = "no"
slew_violations = 0
worst_pin_slew_ps = 885.1
whs_ps = -285.3
fin_skew_ps = 44.47
setup_viol = 0

[detailed_routing]
drc = 0
routedLengthMet1_um = 5721
dr_total_vias = 4633
wl_met3_um = 628
ant_nets = 0
firstDrtPassIters = 4
top_layer = "met4"
dr_wl_met2_um = 5383
drt-wirelength-per-cell_um = 12.78
via_per_inst = 4.998
antenna_cells = 0
drt_first_iter_violations = 299
routed_wirelength_um = 11850

[run_status]
status = "complete, but fails checks"
violations = "negative hold slack"

[yosys]
synth.top_cell.area_share_pct = 22.00
synthDistinctLibCells = 60
synth_area_um2 = 5573
yosysWarnings = 32
ys_seq_share_pct = 51.32
area_leaders = "dfrtp_1 (22%), dfrtn_1 (15%), dfxtp_1 (10%), mux2_2 (4.8%), nand2_1 (4.6%)"
syn_inst = 543
synth.avg_cell_area_um2 = 10.26
ys_top_cells_by_count = "nand2_1 (68), dfrtp_1 (49), dfrtn_1 (34)"
synth-main-ff-cell = "dfrtp_1"
numSynthFlops = 119
post-synth-top-count-cell = "nand2_1"
top_area_cell = "dfrtp_1"
synth_chip_area_um2 = 5573
edf_count = 5
ys_async_sr_fraction_pct = 71.43
yosys_cells = 543

[finish]
area_delta_synth_final_pct = 32.24
instances_no_fill = 927
drive_gt1_share_pct = 14.61
final_core_util_pct = 40.75
fin_area_um2 = 7370

[run]
maxCapViolCount = 0
stage_log_warnings = 58

[floorplan]
die-area_um2 = 19130
placement_rows = 49
ios = 13
dieWidth_um = 138.3
initial_core_util_pct = 30.81
core_um2 = 18090
die_h_um = 138.3

[hold_path]
hp-class = "clock port to asynchronous set/reset pin"
[routing by layer]
metal | up-vias | track usage [%]
li1 | 2250 | -
met1 | 2268 | 17.73
met2 | 101 | 16.94
met3 | 14 | 8.860
met4 | 0 | 7.806
met5 | - | 0
[through the flow]
| step | setup slack [ps] | power, mW |
|---|---|---|
| 3_3_place_gp | 304.6 | 1.176 |
| 3_5_place_dp | 255.0 | 1.183 |
| 2_1_floorplan | 624.0 | 1.155 |
| 4_1_cts | 586.7 | 2.992 |
| 5_1_grt | 469.0 | 3.163 |
| 6_report | 587.1 | 2.917 |
[cells in the final DEF (no fill, tap or decap), types with 6 or more instances in the layout]
cell,synthesis,layout
clkdlybuf4s50_1,0,11
nor2b_1,10,10
o21ai_0,23,23
and4_1,6,6
nand4_1,22,22
inv_1,23,121
dfrtp_1,49,49
dfrtn_1,34,34
and3_1,6,6
o31ai_1,12,12
nand2_1,68,68
mux2_2,24,24
nor3_1,13,13
xnor2_1,18,18
dfxtp_1,29,29
nor4_1,8,8
ha_1,17,17
nor2_1,30,30
clkbuf_16,0,34
a21oi_1,28,28
xor2_1,15,15
nand3_1,18,18
or3_1,6,6
[worst min-delay path by stage]
stage         cells past startpoint  start                               to
finish                            4    rst     uart_ctl.tx_ctl.tx_mod.tx_en
global route                      4    rst                 io_ctl.tm_ctr[2]
CTS                               4    rst  uart_ctl.tx_ctl.tx_mod.state[0]
[registers in the layout (all words and copies together), names as in the netlist, 2 cells and up]
signal                             count
uart_ctl.baud_gen.ctr                 17
uart_ctl.rx_ctl.rx_uut.rsr             8
uart_ctl.tx_ctl.tx_mod.dctr            4
uart_ctl.rx_ctl.rx_uut.dout            8
uart_ctl.rx_ctl.rx_uut.state           2
uart_ctl.rx_ctl.rx_uut.d_ctr           3
io_ctl.d_ctr                           4
uart_ctl.rx_ctl.rx_uut.next_state      2
uart_ctl.tx_ctl.tx_mod.was_state       3
uart_ctl.tx_ctl.tx_mod.state           3
led                                    8
uart_ctl.tx_ctl.tx_mod.next_state      3
uart_ctl.tx_ctl.tx_fifo.raddr          4
io_ctl.tm_ctr                         27
uart_ctl.tx_ctl.tx_mod.wait_time       5
uart_ctl.tx_ctl.tx_fifo.waddr          4
[worst max-delay path, cell delays in order]
cell and delay (ps):
clkdlybuf4s50_1 570, nand4_1 280, nor4_2 370, buf_4 210
nand4_1 120, xnor2_1 150
[where the power goes]
group	switching, mW	total, mW	internal, mW	leakage (nW)
Combinational	0.0765	0.157	0.0804	1.11
Sequential	0.0865	0.845	0.759	1.36
Clock	0.819	1.91	1.10	1.09
[cells by family after synthesis]
group / count (synthesis) / share of synthesized area (%)
fa+ha+maj: 17 / 3.817
compound gates: 86 / 9.632
flops: 119 / 51.32
buf+inv: 38 / 2.963
xor+xnor: 33 / 5.186
mux: 27 / 5.388
simple gates: 223 / 21.69
[area by class of cell]
type	instances	area [µm²]
Fill cell	1611	10720
Sequential cell	119	2860
Multi-Input combinational cell	386	2547
Clock buffer	38	885.9
Clock inverter	119	574.3
Tap cell	229	286.5
Timing Repair Buffer	14	132.6
Inverter	22	82.58
No activity file was given, so power comes from the tool's default toggle rates.
